$ cat /design/flow/run.sh
#!/bin/bash
# OpenROAD 26Q1-2900-gdf79404cd8, Yosys 0.63+post, stock flow scripts
make -C /OpenROAD-flow-scripts/flow DESIGN_CONFIG=/design/flow/config.mk WORK_HOME=/design/flow/orfs finish
$ cat /design/flow/config.mk
export PLATFORM = sky130hd
export DESIGN_NAME = uart9
export DESIGN_NICKNAME = uart9
export VERILOG_FILES = /design/flow/design.v
export SDC_FILE = /design/flow/constraint.sdc
export NUM_CORES = 4
export LEC_CHECK = 1
export CORE_UTILIZATION = 40
$ cat /design/flow/constraint.sdc
current_design uart9

set clk_period 4.0
set clk_io_pct 0.2

create_clock -name clk0 -period $clk_period [get_ports {rxclk}]
create_clock -name clk1 -period $clk_period [get_ports {txclk}]

set non_clock_inputs [all_inputs -no_clocks]
set_input_delay [expr $clk_period * $clk_io_pct] -clock clk0 $non_clock_inputs
set_output_delay [expr $clk_period * $clk_io_pct] -clock clk0 [all_outputs]
$ cat /design/flow/design.v
`timescale 1ns / 1ps
module uart9 (
reset          ,
txclk          ,
ld_tx_data     ,
tx_data        ,
tx_enable      ,
tx_out         ,
tx_empty       ,
rxclk          ,
uld_rx_data    ,
rx_data        ,
rx_enable      ,
rx_in          ,
rx_empty
);
input        reset          ;
input        txclk          ;
input        ld_tx_data     ;
input  [8:0] tx_data        ;
input        tx_enable      ;
output       tx_out         ;
output       tx_empty       ;
input        rxclk          ;
input        uld_rx_data    ;
output [8:0] rx_data        ;
input        rx_enable      ;
input        rx_in          ;     
output       rx_empty       ;
reg [8:0]    tx_reg         ;
reg          tx_empty       ;
reg          tx_over_run    ;
reg [3:0]    tx_cnt         ;
reg          tx_out         ;
reg [8:0]    rx_reg         ;
reg [8:0]    rx_data        ;
reg [3:0]    rx_sample_cnt  ;
reg [3:0]    rx_cnt         ;  
reg          rx_frame_err   ;
reg          rx_over_run    ;
reg          rx_empty       ;
reg          rx_d1          ;
reg          rx_d2          ;
reg          rx_busy        ;
always @ (posedge rxclk or negedge reset)
if (!reset) begin
  rx_reg        <= 0; 
  rx_data       <= 0;
  rx_sample_cnt <= 0;
  rx_cnt        <= 0;
  rx_frame_err  <= 0;
  rx_over_run   <= 0;
  rx_empty      <= 1;
  rx_d1         <= 1;
  rx_d2         <= 1;
  rx_busy       <= 0;
end else begin
  rx_d1 <= rx_in;
  rx_d2 <= rx_d1;
  if (uld_rx_data) begin
    rx_data  <= rx_reg;
    rx_empty <= 1;
  end
  if (rx_enable) begin
    if (!rx_busy && !rx_d2) begin
      rx_busy       <= 1;
      rx_sample_cnt <= 1;
      rx_cnt        <= 0;
    end
    if (rx_busy) begin
       rx_sample_cnt <= rx_sample_cnt + 1;
       if (rx_sample_cnt == 7) begin
          if ((rx_d2 == 1) && (rx_cnt == 0)) begin
            rx_busy <= 0;
          end else begin
            rx_cnt <= rx_cnt + 1; 
            if (rx_cnt > 0 && rx_cnt < 10) begin
              rx_reg[rx_cnt - 1] <= rx_d2;
            end
            if (rx_cnt == 10) begin
               rx_busy <= 0;
               if (rx_d2 == 0) begin
                 rx_frame_err <= 1;
               end else begin
                 rx_empty     <= 0;
                 rx_frame_err <= 0;
                 rx_over_run  <= (rx_empty) ? 0 : 1;
               end
            end
          end
       end 
    end 
  end
  if (!rx_enable) begin
    rx_busy <= 0;
  end
end
always @ (posedge txclk or posedge reset)
if (reset) begin
  tx_reg        <= 0;
  tx_empty      <= 1;
  tx_over_run   <= 0;
  tx_out        <= 1;
  tx_cnt        <= 0;
end else begin
   if (ld_tx_data) begin
      if (!tx_empty) begin
        tx_over_run <= 0;
      end else begin
        tx_reg   <= tx_data;
        tx_empty <= 0;
      end
   end
   if (tx_enable && !tx_empty) begin
     tx_cnt <= tx_cnt + 1;
     if (tx_cnt == 0) begin
       tx_out <= 0;
     end
     if (tx_cnt > 0 && tx_cnt < 9) begin
        tx_out <= tx_reg[tx_cnt -1];
     end  
     if (tx_cnt == 9) begin
       tx_out <= 1;
       tx_cnt <= 0;
       tx_empty <= 1;
     end
   end
   if (!tx_enable) begin
     tx_cnt <= 0;
   end
end
endmodule
==> ci_impl_report.md <==
## PnR job results

| Metric | Value |
|---|---|
| Die X-Extent | between 80 and 90 um |
| Pin count of the biggest net entering global routing | 32 |
| Synthesized cell area | between 2000 and 3000 um^2 |
| CP Max Fanout | 11 |
| Clock tree from TritonCTS | done |
| Required time of the critical path | roughly 4.2 ns |
| FFs w/ async S/R, synth | 1.00 |
| Critical path class | flop to flop |
| Gr ovfl total | 0 |
| First-pass GRT wire length | 7240 um |
| N_diodes | 0 |
| Max-slew violations | 0 |
| # hold bufs at CTS | 0 |
| Hold Crit Class | flop to flop |
| Placed Area | 2820 um^2 |
| Layout cells sized above 1 | 0.162 |
| Cells on worst reg2reg path | 11 |
| WHS Path Cells | 0 |
| Routed WL | between 4000 and 5000 um |
| Overall power | approximately 0.0013 W |
| Finished Cell Area | between 2000 and 3000 um^2 |
| Top logic cells by instance count in the layout | dfrtp_1, clkdlybuf4s50_1, mux2_2, ha_1 |
| Post-CTS setup repair buffer count | 0 |
| Final ANT Viol Nets | 0 |
| Avg Cell Area, Syn | approximately 11 um^2 |
| Drt initial violations | between 40 and 50 |
| Slew @ Worst Pin | about 0.52 ns |
| Fin util | 0.492 |
| Vias per std cell | 5.18 |
| Maxcap violations | 0 |
| Slew HR | 0.653 |
| Avg WL per Cell | about 13 um |
| Hold Path Sink | rx_d2 |
| Outcome | completed |
| Worst Setup End Kind | flop |
| Setup Total Neg Slack | 0 ns |
| Worst R2R Setup Slack | 0.57 ns |
| CP Launch Type | flop |
| Register area share after synthesis | 0.442 |
| Ys Warns | 1 |
| Resize count post-CTS | 0 |
| Count of final setup violators | 0 |
| Pre-CTS setup slack | 0.561 ns |
| Number of global-route vias before repair | between 1500 and 2000 |
| Yosys Instances | roughly 230 |
| Yosys aoi share | 0.0864 |
| Simple-gate share of the synthesized area | 0.181 |
| IO buf count | 26 |
| Final setup margin | roughly 0.57 ns |
| DR vias | about 1700 |
| Hpwl dp | roughly 3100 um |
| Top Ports | 29 |
| Final Hold Violating Endpoints | 0 |
| Xor/xnor share | 0.0300 |
| Max Clock Skew | 0.00500 ns |
| Yosys reg bits | roughly 44 |
| Total Routing Usage GR | 0.143 |
| VDD IR max | 0.000274 V |
| RSZ-0062 raised after global routing | no |
| Die height | between 80 and 90 um |
| Post-synth top flop | dfrtp_1 |
| GPL Wtd Cong | a little under 0.8 |
| Drt drc | 0 |
| Cells after synthesis | 230 |
| Die ar. | between 6000 and 7000 um^2 |
| Hold Crit Start | rx_d1 |
| RR Endpoint | rx_reg[0] |
| Core Rows | 28 |
| Netlist cell types | between 40 and 50 |
| Pre-Repair DR Iteration Count | 4 |
| YS chip area | between 2000 and 3000 um^2 |
| Top logic family | simple AND/OR/NAND/NOR gates |
| Sink Count | between 40 and 50 |
| Core ar. | between 5000 and 6000 um^2 |
| Initial antenna violation count | 0 |
| Adder share | 0.0799 |
| P per Cell Area | 426 nW/um^2 |
| Area fraction in mux cells | 0.139 |
| LEAKAGE | around 1.4 nW |
| Post-synth EDFFs | 0 |
| FP Util | 0.418 |
| Commonest Layout Cell | dfrtp_1 |
| Reg clk slew, reported paths | approximately 0.060 ns |
| Worst r2r src | rx_cnt[0] |
| Critical Path AT | 3.59 ns |
| Area Growth Syn to Fin | 17.8% |
| OpenROAD warning count | 34 |
-- where the power goes --
part / internal (W) / total, W / switching [W] / leakage, nW
Sequential: 0.000483 / 0.000531 / 0.0000479 / 0.581
Combinational: 0.000174 / 0.000367 / 0.000193 / 0.715
Clock: 0.000210 / 0.000359 / 0.000149 / 0.0683
Total: 0.000867 / 0.00126 / 0.000390 / 1.36
-- per-stage QoR --
stage | std cells | hold WS (ns)
floorplan | 230 | 0.345
global placement | 322 | 0.346
detailed placement | 322 | 0.347
CTS | 334 | 0.356
global route | 334 | 0.356
finish | 334 | 0.354
-- cell usage after synthesis, types with 2 or more instances --
cell type | number | area, um^2
dfstp_2 | 5 | 131
o21ai_0 | 14 | 70.1
nor4b_1 | 2 | 17.5
clkbuf_1 | 6 | 22.5
nor3_1 | 7 | 35.0
nand2b_1 | 2 | 12.5
mux4_2 | 2 | 45.0
nand3_1 | 7 | 35.0
inv_1 | 12 | 45.0
xnor2_1 | 2 | 17.5
inv_2 | 2 | 7.51
mux2_1 | 9 | 101
xnor2_2 | 3 | 48.8
nand2_1 | 15 | 56.3
a21oi_1 | 7 | 35.0
nor2_1 | 15 | 56.3
dfrtp_1 | 39 | 976
and2_1 | 2 | 12.5
nand4_1 | 7 | 43.8
nor4bb_1 | 3 | 30.0
nor2b_1 | 6 | 37.5
mux2_2 | 17 | 191
a22o_1 | 3 | 26.3
buf_2 | 2 | 10.0
ha_1 | 16 | 200
nand4b_1 | 4 | 35.0
-- critical path, cell delays in order (launching register included) --
cell	delay [ns]
dfrtp_1	0.53
inv_1	0.13
ha_1	0.30
nand2b_1	0.11
nand2b_1	0.33
inv_2	0.07
ha_1	0.36
nor4bb_1	0.32
nand2_1	0.16
o31a_1	0.31
nor4b_1	0.32
mux2_1	0.36
-- how the worst max path moves through the flow --
stage              from         to  depth (start not counted)  slack (ns)
finish        rx_cnt[0]  rx_reg[0]                         11        0.57
CTS           rx_cnt[0]  rx_reg[0]                         11        0.55
global route  rx_cnt[0]  rx_reg[0]                         11        0.27
-- routing by layer --
layer / GRT usage / vias to the layer above / wire length (um)
li1: - / 879 / -
met1: 0.225 / 808 / 2150
met2: 0.215 / 34 / 1880
met3: 0.0262 / 10 / 143
met4: 0.0268 / 0 / 85
met5: 0 / - / 0
-- area by class of cell --
class,instances,area [um^2]
fill,513,3040
multi-input combinational,162,1290
sequential,44,1110
timing repair buffer,27,268
clock buffer,12,135
tap,75,93.8
inverter,14,52.6
-- kinds of logic (layout without fill, tap and decap cells) --
group / Yosys count / in the layout
adders and majority gates: 16 / 16
muxes: 29 / 29
DFF: 44 / 44
buffers and inverters: 24 / 53
xor gates and xnor gates: 6 / 6
and+or+nand+nor: 77 / 77
AOI/OAI and AO/OA: 34 / 34
Power and IR drop assume default switching activity.
