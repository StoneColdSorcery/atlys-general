===== flow/run.sh =====
#!/bin/bash
# OpenROAD 26Q1-2900-gdf79404cd8, Yosys 0.63+post, stock flow scripts
make -C /OpenROAD-flow-scripts/flow DESIGN_CONFIG=/design/flow/config.mk WORK_HOME=/design/flow/orfs finish

===== flow/config.mk =====
export PLATFORM = sky130hd
export DESIGN_NAME = uart
export DESIGN_NICKNAME = uart
export VERILOG_FILES = /design/flow/design.v
export SDC_FILE = /design/flow/constraint.sdc
export NUM_CORES = 4
export LEC_CHECK = 1
export CORE_UTILIZATION = 50

===== flow/constraint.sdc =====
current_design uart

set clk_period 3.6
set clk_io_pct 0.2

create_clock -name clk0 -period $clk_period [get_ports {rxclk}]
create_clock -name clk1 -period $clk_period [get_ports {txclk}]

set non_clock_inputs [all_inputs -no_clocks]
set_input_delay [expr $clk_period * $clk_io_pct] -clock clk0 $non_clock_inputs
set_output_delay [expr $clk_period * $clk_io_pct] -clock clk0 [all_outputs]

===== flow/design.v =====
`timescale 1ns / 1ps
module uart (
reset          ,
txclk          ,
ld_tx_data     ,
tx_data        ,
tx_enable      ,
tx_out         ,
tx_empty       ,
rxclk          ,
uld_rx_data    ,
rx_data        ,
rx_enable      ,
rx_in          ,
rx_empty
);
input        reset          ;
input        txclk          ;
input        ld_tx_data     ;
input  [7:0] tx_data        ;
input        tx_enable      ;
output       tx_out         ;
output       tx_empty       ;
input        rxclk          ;
input        uld_rx_data    ;
output [7:0] rx_data        ;
input        rx_enable      ;
input        rx_in          ;     
output       rx_empty       ;
reg [7:0]    tx_reg         ;
reg          tx_empty       ;
reg          tx_over_run    ;
reg [3:0]    tx_cnt         ;
reg          tx_out         ;
reg [7:0]    rx_reg         ;
reg [7:0]    rx_data        ;
reg [3:0]    rx_sample_cnt  ;
reg [3:0]    rx_cnt         ;  
reg          rx_frame_err   ;
reg          rx_over_run    ;
reg          rx_empty       ;
reg          rx_d1          ;
reg          rx_d2          ;
reg          rx_busy        ;
always @ (posedge rxclk or negedge reset)
if (!reset) begin
  rx_reg        <= 0; 
  rx_data       <= 0;
  rx_sample_cnt <= 0;
  rx_cnt        <= 0;
  rx_frame_err  <= 0;
  rx_over_run   <= 0;
  rx_empty      <= 1;
  rx_d1         <= 1;
  rx_d2         <= 1;
  rx_busy       <= 0;
end else begin
  rx_d1 <= rx_in;
  rx_d2 <= rx_d1;
  if (uld_rx_data) begin
    rx_data  <= rx_reg;
    rx_empty <= 1;
  end
  if (rx_enable) begin
    if (!rx_busy && !rx_d2) begin
      rx_busy       <= 1;
      rx_sample_cnt <= 1;
      rx_cnt        <= 0;
    end
    if (rx_busy) begin
       rx_sample_cnt <= rx_sample_cnt + 1;
       if (rx_sample_cnt == 7) begin
          if ((rx_d2 == 1) && (rx_cnt == 0)) begin
            rx_busy <= 0;
          end else begin
            rx_cnt <= rx_cnt + 1; 
            if (rx_cnt > 0 && rx_cnt < 9) begin
              rx_reg[rx_cnt - 1] <= rx_d2;
            end
            if (rx_cnt == 9) begin
               rx_busy <= 0;
               if (rx_d2 == 0) begin
                 rx_frame_err <= 1;
               end else begin
                 rx_empty     <= 0;
                 rx_frame_err <= 0;
                 rx_over_run  <= (rx_empty) ? 0 : 1;
               end
            end
          end
       end 
    end 
  end
  if (!rx_enable) begin
    rx_busy <= 0;
  end
end
always @ (posedge txclk or posedge reset)
if (reset) begin
  tx_reg        <= 0;
  tx_empty      <= 1;
  tx_over_run   <= 0;
  tx_out        <= 1;
  tx_cnt        <= 0;
end else begin
   if (ld_tx_data) begin
      if (!tx_empty) begin
        tx_over_run <= 0;
      end else begin
        tx_reg   <= tx_data;
        tx_empty <= 0;
      end
   end
   if (tx_enable && !tx_empty) begin
     tx_cnt <= tx_cnt + 1;
     if (tx_cnt == 0) begin
       tx_out <= 0;
     end
     if (tx_cnt > 0 && tx_cnt < 9) begin
        tx_out <= tx_reg[tx_cnt -1];
     end  
     if (tx_cnt == 9) begin
       tx_out <= 1;
       tx_cnt <= 0;
       tx_empty <= 1;
     end
   end
   if (!tx_enable) begin
     tx_cnt <= 0;
   end
end
endmodule

==> metrics.txt <==
# HELP chip_impl_metric Flow report values
# TYPE chip_impl_metric gauge
chip_impl_metric{name="syn_area_per_cell",unit="sq um"} 10.5
chip_impl_metric{name="gr-total-overflow",unit=""} 0
chip_impl_info{name="start_kind",value="flop"} 1
chip_impl_metric{name="number_of_openroad_warnings",unit=""} 34
chip_impl_metric{name="first_iter_violations",unit=""} 90
chip_impl_info{name="ys.flop_type",value="sky130_fd_sc_hd__dfrtp_1"} 1
chip_impl_metric{name="numClockSinks",unit=""} 42
chip_impl_metric{name="ys_sh_aoi",unit="%"} 12.5
chip_impl_info{name="most-common-layout-cells",value="sky130_fd_sc_hd__dfrtp_1 (37), sky130_fd_sc_hd__clkdlybuf4s50_1 (25), sky130_fd_sc_hd__nand2_1 (23)"} 1
chip_impl_metric{name="pin_count_of_the_biggest_net_entering_global_routing",unit=""} 30
chip_impl_info{name="worst_setup_path_startpoint",value="rx_cnt[1]"} 1
chip_impl_metric{name="fin_ws",unit="ns"} 0.101
chip_impl_info{name="timing_worst_setup_path_type",value="flop to flop"} 1
chip_impl_metric{name="synth_async_sr_flop_share",unit="%"} 100
chip_impl_metric{name="mux_share_of_area",unit="%"} 11.8
chip_impl_info{name="timing.hold.worst.class",value="flop to flop"} 1
chip_impl_metric{name="power.density",unit="nW/um^2"} 511
chip_impl_info{name="grt_setup_unrepaired",value="yes"} 1
chip_impl_metric{name="synthesis.area",unit="sq um"} 2480
chip_impl_info{name="worstHoldStart",value="rx_d1"} 1
chip_impl_metric{name="global_route.usage.total",unit="%"} 21.1
chip_impl_metric{name="yosysSeqAreaShare",unit="%"} 42.6
chip_impl_metric{name="yosys.area_share.adder",unit="%"} 7.57
chip_impl_metric{name="cts.reportedPaths.clkPinSlew",unit="ns"} 0.10
chip_impl_metric{name="dpl_worst_slack",unit="ns"} 0.0792
chip_impl_metric{name="antenna_violating_nets_post_route",unit=""} 0
chip_impl_metric{name="antenna_cells_inserted",unit=""} 0
chip_impl_metric{name="wl_per_cell",unit="um"} 14.6
chip_impl_metric{name="initial_core_util",unit="%"} 52.2
chip_impl_info{name="worst_r2r_startpoint",value="rx_cnt[1]"} 1
chip_impl_metric{name="numPlacedInstances",unit=""} 322
chip_impl_metric{name="totalWireLength",unit="mm"} 4.80
chip_impl_metric{name="maxCapViolCount",unit=""} 0
chip_impl_metric{name="synth-simple-area-share",unit="%"} 19.1
chip_impl_metric{name="netlist-cell-type-count",unit=""} 55
chip_impl_metric{name="timing.final.max_slew_violations",unit=""} 0
chip_impl_metric{name="die_height",unit="um"} 72.4
chip_impl_metric{name="post_synth_inst_count",unit=""} 237
chip_impl_metric{name="synth_stat.cells",unit=""} 237
chip_impl_metric{name="setup_total_negative_slack",unit="ns"} 0
chip_impl_metric{name="first_global_vias",unit=""} 1825
chip_impl_metric{name="synth-xor-area-share",unit="%"} 1.77
chip_impl_metric{name="p_leak",unit="nW"} 1.25
chip_impl_metric{name="timing.clock.skew",unit="ns"} 0.00500
chip_impl_metric{name="drive_above_1_share",unit="%"} 17.5
chip_impl_metric{name="synthToLayoutAreaGrowth",unit="%"} 17.3
chip_impl_metric{name="path_max_fanout",unit=""} 9
chip_impl_metric{name="synth_warnings",unit=""} 1
chip_impl_metric{name="fin_total_pwr",unit="mW"} 1.48
chip_impl_metric{name="finish.cell_count_without_fillers",unit=""} 330
chip_impl_metric{name="std_cell_rows",unit=""} 25
chip_impl_metric{name="floorplan.core_area",unit="sq um"} 4750
chip_impl_metric{name="drcViolationCount",unit=""} 0
chip_impl_metric{name="io-pin-count",unit=""} 27
chip_impl_metric{name="detail_route.first_pass.iterations",unit=""} 4
chip_impl_info{name="post_synth_main_logic_family",value="simple AND/OR/NAND/NOR gates"} 1
chip_impl_metric{name="vias_per_cell",unit=""} 5.63
chip_impl_metric{name="tightest_slew",unit="ns"} 0.582
chip_impl_metric{name="yosysChipArea",unit="sq um"} 2480
chip_impl_info{name="outcome",value="finished, final reports clean"} 1
chip_impl_metric{name="relSlewSlack",unit="%"} 60.8
chip_impl_metric{name="max-vdd-ir-drop",unit="V"} 0.000350
chip_impl_metric{name="holdBufCountCts",unit=""} 0
chip_impl_metric{name="cp.required",unit="ns"} 3.76
chip_impl_metric{name="worst-endpoint-arrival",unit="ns"} 3.66
chip_impl_info{name="setup.worst_path.end_class",value="flop"} 1
chip_impl_info{name="cts_tree",value="built"} 1
chip_impl_metric{name="fp.dieArea",unit="sq um"} 5250
chip_impl_metric{name="dp_hpwl",unit="mm"} 3.60
chip_impl_info{name="final_common_cell",value="sky130_fd_sc_hd__dfrtp_1"} 1
chip_impl_metric{name="port_buffers",unit=""} 25
chip_impl_metric{name="dr_total_vias",unit=""} 1857
chip_impl_metric{name="chipWidth",unit="um"} 72.4
chip_impl_metric{name="enable_flop_cells",unit=""} 0
chip_impl_metric{name="gp_routability_congestion",unit=""} 0.924
chip_impl_metric{name="timing.final.hold_violations",unit=""} 0
chip_impl_metric{name="initial_antenna_violation_count",unit=""} 0
chip_impl_metric{name="setup_violations",unit=""} 0
chip_impl_metric{name="synth_flop_count",unit=""} 42
chip_impl_metric{name="global_route_wire_length_before_repair",unit="mm"} 8.45
==> stage by stage <==
stage / hold slack (ns) / instance area (sq um) / utilization, %
final: 0.370 / 2910 / 61.2
after global routing: 0.366 / 2910 / 61.2
after CTS: 0.370 / 2900 / 61.0
after detailed placement: 0.351 / 2770 / 58.3
after global placement: 0.348 / 2770 / 58.3
after floorplan: 0.345 / 2480 / -
==> per-layer routing <==
metal	track usage, %	up-vias	routed length (um)
li1	-	917	-
met1	35.2	894	2420
met2	31.4	44	2190
met3	3.94	2	181
met4	2.18	0	9
met5	0	-	0
==> worst max-delay path, cell delays in order (launching register included) <==
cell	delay [ns]
sky130_fd_sc_hd__dfrtp_1	0.45
sky130_fd_sc_hd__inv_1	0.10
sky130_fd_sc_hd__ha_2	0.25
sky130_fd_sc_hd__xnor2_1	0.31
sky130_fd_sc_hd__nand4b_1	0.16
sky130_fd_sc_hd__ha_1	0.31
sky130_fd_sc_hd__or4b_1	0.54
sky130_fd_sc_hd__nor4_2	0.35
sky130_fd_sc_hd__o21ai_1	0.18
sky130_fd_sc_hd__nor4_1	0.37
sky130_fd_sc_hd__mux2_1	0.36
==> cell type report <==
cell class                 count  area (sq um)
clock buffer                   7          96.3
inverter                      10          37.5
clock inverter                 1          30.0
sequential                    42          1060
fill                         386          1850
timing repair buffer          30           288
tap                           67          83.8
multi-input combinational    173          1320
==> synthesized netlist by cell type, drive strengths merged (2+ instances only) <==
cell | number | area [sq um]
nand3 | 8 | 40.0
a21oi | 5 | 25.0
nand2 | 23 | 86.3
o211ai | 4 | 30.0
nor2 | 13 | 48.8
dfrtp | 37 | 926
buf | 3 | 16.3
xor2 | 2 | 17.5
mux4 | 2 | 45.0
ha | 15 | 188
nand2b | 3 | 18.8
a21o | 3 | 22.5
nor4 | 4 | 37.5
o31ai | 4 | 30.0
dfstp | 5 | 131
and3 | 2 | 13.8
xnor2 | 3 | 26.3
a22o | 4 | 36.3
nor3 | 7 | 40.0
inv | 9 | 33.8
clkbuf | 8 | 50.1
a21boi | 2 | 15.0
nand4 | 2 | 12.5
or3 | 4 | 25.0
o21ai | 15 | 75.1
nor2b | 3 | 18.8
mux2 | 21 | 236
nand4b | 6 | 52.6
or4 | 3 | 22.5
==> repair_timing <==
| action | in CTS | in global routing |
|---|---|---|
| buffers inserted | 0 | 0 |
| gates resized | 0 | 3 |
| setup endpoints to repair | 0 | 6 |
==> worst paths after layout <==
| path | endpoint | slack, ns | cells past startpoint |
|---|---|---|---|
| min | rx_d2 | 0.37 | 0 |
| max in group clk1 | tx_out | 1.77 | 5 |
| max | rx_reg[4] | 0.10 | 10 |
| min in group asynchronous | rx_reg[0] | 0.83 | 2 |
| max reg2reg | rx_reg[4] | 0.10 | 10 |
| min in group clk1 | tx_out | 0.50 | 2 |
| min reg2reg | rx_d2 | 0.37 | 0 |
| max in group asynchronous | tx_empty | 2.09 | 3 |
==> cell families after synthesis <==
kind of cell / Yosys count
compound gates: 44
buf+inv: 22
xor+xnor: 5
fa+ha+maj: 15
simple gates: 85
flops: 42
mux: 24
==> power by group <==
part           leakage [nW]  internal, mW  switching (mW)
clock network        0.0645         0.246           0.153
registers             0.552         0.514          0.0460
logic                 0.637         0.232           0.293
No activity file was given, so power comes from the tool's default toggle rates.
