File: flow/config.mk
export PLATFORM = sky130hd
export DESIGN_NAME = DotController
export DESIGN_NICKNAME = DotController
export VERILOG_FILES = /design/flow/design.v
export SDC_FILE = /design/flow/constraint.sdc
export NUM_CORES = 4
export LEC_CHECK = 1
export CORE_UTILIZATION = 50
File: flow/constraint.sdc
current_design DotController

set clk_period 2.1
set clk_io_pct 0.2

create_clock -name clk0 -period $clk_period [get_ports {clk}]

set non_clock_inputs [all_inputs -no_clocks]
set_input_delay [expr $clk_period * $clk_io_pct] -clock clk0 $non_clock_inputs
set_output_delay [expr $clk_period * $clk_io_pct] -clock clk0 [all_outputs]
File: flow/design.v
`timescale 1ns / 1ps
module DotController(
    input [4:0] colAddr,
    input [6:0] rowIn,
	 input enable,
	 input write,
	 input reset,
    input clk,
    output [4:0] colOut,
    output [6:0] rowOut
    );
	reg [6:0] mtxData [0:4];
	reg [4:0] colLut [0:4];
	reg[4:0] colState;
	reg[6:0] rowOut;
	reg[4:0] colOut;
	always @ (posedge clk or negedge reset) begin
		if(~reset) begin
			mtxData[0] <= {7'b0000000};
			mtxData[1] <= {7'b0000000};
			mtxData[2] <= {7'b0000000};
			mtxData[3] <= {7'b0000000};
			mtxData[4] <= {7'b0000000};
			colLut[0] = 5'b10000;
			colLut[1] = 5'b01000;			
			colLut[2] = 5'b00100;
			colLut[3] = 5'b00010;
			colLut[4] = 5'b00001;
			colState <= 5'd0;
			rowOut <= 7'b0000000;
			colOut <= 5'b00000;
		end
		else if(enable) begin
			rowOut <= mtxData[colState];
			colOut <= colLut[colState];
			if (colState < 5'd4) begin
				colState <= colState + 1;
			end
			else begin
				colState <= 5'd0;
			end
			if (write) begin
				mtxData[colAddr] <= rowIn;
			end
		end
	end
endmodule
File: flow/run.sh
#!/bin/bash
# OpenROAD 26Q1-2900-gdf79404cd8, Yosys 0.63+post, stock flow scripts
make -C /OpenROAD-flow-scripts/flow DESIGN_CONFIG=/design/flow/config.mk WORK_HOME=/design/flow/orfs finish
==> run summary <==
Worst-case register-to-register setup slack -> 0.25 ns
Total gr overflow -> 0
Global-route wire length before repair -> 7650 µm
Slew of the pin with the lowest slew margin -> 0.512 ns
Cts bufs inserted -> 5
Met3 Usage GRT -> 5.35%
Maximum number of pins on one net before global-route repair -> 33
Worst-path clk slew -> 0.09 ns
All-Layer GR Usage -> 20.6%
Clock Skew -> 0.00762 ns
VDD IR max -> 0.574 mV
Critical path class -> flip-flop to flip-flop
Core Area -> 0.00447 mm²
Total die size -> 0.00504 mm²
Worst hold path type -> primary input to asynchronous set/reset pin
Leak pwr -> 0.00124 µW
Type of origin of the critical path -> flip-flop
Global routing met1 resource utilization -> 33.4%
DRT Wirelength -> 4600 µm
Number of global-route vias before repair -> 1503
Standard-cell rows -> 24
Drt first-iter violations -> 75
H-tree levels -> 2
Number of buffers added for setup after CTS -> 0
Tally of filler cells in the layout -> 339
RSZ-0062 raised after global routing -> false
Placed Area -> 0.00272 mm²
Number of max-slew violations in the final report -> 0
Asr flop ratio synth -> 100%
Die Width -> 71.0 µm
Power Density -> 1160 mW/mm²
Part of the cycle the worst path needs -> 88.1%
Antenna cells -> 0
M2 GR Usage -> 30.8%
Number of unique standard cell types used by synthesis -> 29
Area share of fa/ha/maj cells after synthesis -> 2.63%
Iteration count of the initial detailed-routing pass -> 10
Share of the synthesized netlist area taken by xor and xnor gates -> 0%
Post-DP HPWL -> 3110 µm
Final setup fails -> 0
Gp weighted congestion -> 0.794
Worst path arrival time -> 2.02 ns
Antenna violations before repair -> 0
Late-Pin Clk Latency -> 0.30 ns
Clock tree from TritonCTS -> done
Max Buffers Root-to-Sink -> 2
Required arrival time at the worst endpoint -> 2.27 ns
Number of buffers inserted by hold repair at cts -> 0
Fraction of layout instances using a drive strength above 1 -> 28.2%
Gates resized, CTS repair -> 0
Commonest Layout Cell -> sky130_fd_sc_hd__dfrtp_1
Crit path capture type -> flip-flop
Design Power -> 3250 µW
Setup TNS -> 0 ns
Sequential area share after synthesis -> 54.6%
IO buf count -> 25
Total cells reported by yosys after synthesis -> 185
Area fraction in compound gates after synthesis -> 10.2%
Synthesized instance count -> 185
Cell area after synthesis -> 0.00238 mm²
Buffer cell driving the clock tree root -> sky130_fd_sc_hd__clkbuf_8
Simple-gate area share of the yosys netlist -> 7.35%
Average vias per placed instance -> 5.78
Max-cap violation count -> 0
Number of storage elements in the synthesis netlist -> 52
Fin area -> 0.00281 mm²
Highest Clock Rate -> 540 MHz
CP Max Fanout -> 7
Num Clock Sinks -> 52
Area Overhead vs Synth -> 18.1%
Status -> complete, no violations
Post-route non-filler standard cell count -> 268
Multiplexer fraction of the synthesized cell area -> 19.7%
Post-synth top flop -> sky130_fd_sc_hd__dfrtp_1
Final core occ -> 62.9%
Number of top-level pins -> 28
EDFF count, synth -> 0
Detailed-route via count -> 1550
Count of antenna-violating nets left after detailed routing -> 0
Warnings, synthesis -> 3
Final critical delay including setup and external delays -> 1.85 ns
Area of the synthesized netlist per yosys stat -> 0.00238 mm²
Mean instance size in the synthesized netlist -> 12.9 µm²
Top comb family, area -> multiplexers
Hold Violations, Final -> 0
Warning total across the stage logs -> 31
Post-detailed-route wirelength per cell -> 17.2 µm
Height of the chip -> 71.0 µm
Initial core utilization -> 53.2%
Number of cells after detailed placement -> 261
Most heavily used metal layer in global routing -> met1
Tightest slew margin relative to the limit -> 65.9%
Most frequent logic cells in the routed design -> sky130_fd_sc_hd__dfrtp_1 (52), sky130_fd_sc_hd__mux2_2 (31), sky130_fd_sc_hd__clkdlybuf4s50_1 (24)
Number of DRC violations after detailed routing -> 0
power by group:
part	internal (µW)	switching (µW)
clock network	294	301
registers	1280	141
logic	654	582
total	2230	1020
logic make-up (layout without fill, tap and decap cells):
logic type      count (synthesis)  count (layout)
mux                            39              39
simple gates                   29              29
fa+ha+maj                       5               5
compound gates                 38              38
flops                          52              52
buf+inv                        22              53
cells in the mapped netlist (2+ instances only):
cell,n,area [µm²]
sky130_fd_sc_hd__o22ai_1,8,50.1
sky130_fd_sc_hd__mux2_4,8,120
sky130_fd_sc_hd__a32oi_1,7,61.3
sky130_fd_sc_hd__a22oi_1,7,52.6
sky130_fd_sc_hd__nor2b_1,4,25.0
sky130_fd_sc_hd__o21ai_0,16,80.1
sky130_fd_sc_hd__clkbuf_1,2,7.51
sky130_fd_sc_hd__dfrtp_1,52,1300
sky130_fd_sc_hd__ha_1,5,62.6
sky130_fd_sc_hd__mux2_2,31,349
sky130_fd_sc_hd__nor2_1,9,33.8
sky130_fd_sc_hd__and3b_1,2,17.5
sky130_fd_sc_hd__buf_2,2,10.0
sky130_fd_sc_hd__buf_6,4,45.0
sky130_fd_sc_hd__inv_1,11,41.3
sky130_fd_sc_hd__nand2_1,4,15.0
layout make-up:
cell class                 instances  area [µm²]  area share, %
timing repair buffer              35         358           12.7
inverter                          11        41.3           1.47
sequential                        52        1300           46.3
tap                               52        65.1           2.31
clock buffer                       7        96.3           3.43
multi-input combinational        111         951           33.8
per-layer routing:
layer  part of all wire (%)  vias up
met3                    5.3        5
li1                       -      732
met1                     48      763
met4                    1.0        0
met2                     46       50
met5                      0        -
registers in the layout (all words and copies together), names as in the netlist:
name,count
mtxData,35
rowOut,7
colOut,5
colState,5
critical path, stage by stage, from the launching register on:
cell and delay, ns:
sky130_fd_sc_hd__dfrtp_1 0.41, sky130_fd_sc_hd__ha_1 0.21, sky130_fd_sc_hd__ha_1 0.24, sky130_fd_sc_hd__nor4_2 0.30, sky130_fd_sc_hd__nor2_1 0.10, sky130_fd_sc_hd__buf_4 0.18
sky130_fd_sc_hd__o21ai_0 0.18, sky130_fd_sc_hd__o22ai_1 0.09
path summary, 6_finish.rpt:
kind                                from             to  cells after the start
min in group clk0          mtxData[0][2]  mtxData[0][2]                      1
setup reg to reg             colState[0]      rowOut[3]                      7
setup / recovery             colState[0]      rowOut[3]                      7
hold reg to reg            mtxData[0][2]  mtxData[0][2]                      1
hold / removal                     reset    colState[0]                      1
max in group asynchronous          reset  mtxData[4][3]                      2
metrics by stage:
step	hold WS, ns	setup WS [ns]
global route	0.0934	0.0911
detailed placement	0.414	0.0421
finish	0.0745	0.249
CTS	0.0818	0.267
global placement	0.412	0.104
floorplan	0.124	0.288
Power figures rest on the tool's default switching activity, not on a simulated workload.
